===== run.sh =====
#!/bin/bash
# OpenROAD 26Q1-2900-gdf79404cd8, Yosys 0.63+post, stock flow scripts
make -C /OpenROAD-flow-scripts/flow DESIGN_CONFIG=/design/flow/config.mk WORK_HOME=/design/flow/orfs finish

===== config.mk =====
export PLATFORM = sky130hd
export DESIGN_NAME = loadCounter
export DESIGN_NICKNAME = loadCounter
export VERILOG_FILES = /design/flow/design.v
export SDC_FILE = /design/flow/constraint.sdc
export NUM_CORES = 4
export LEC_CHECK = 1
export CORE_AREA = 10 10 70 70
export DIE_AREA = 0 0 80 80

===== constraint.sdc =====
current_design loadCounter

set clk_period 1.7
set clk_io_pct 0.2

create_clock -name clk0 -period $clk_period [get_ports {clk}]

set non_clock_inputs [all_inputs -no_clocks]
set_input_delay [expr $clk_period * $clk_io_pct] -clock clk0 $non_clock_inputs
set_output_delay [expr $clk_period * $clk_io_pct] -clock clk0 [all_outputs]

===== design.v =====
module loadCounter(load_en,clk,rst,load,count);
input load_en,clk,rst;
input [3:0] load;
output reg [3:0] count;
reg [3:0] temp;
always @(posedge clk or posedge rst) begin
  if (rst == 1) temp = 0;
  else if (load_en == 1) temp = load;
  else temp = temp + 1;
end
always @(temp) count = temp;
endmodule

==> flow_metrics.py <==
# Synthesis and PnR figures
metrics = {
    "global_routing": {
        "grt_antenna_before_repair": 0,
        "first_global_vias": 196,
        "globalRouteTotalUtil_pct": 2.16,
        "pin_count_of_the_biggest_net_entering_global_routing": 8,
        "grt.overflow.total": 0,
        "grt_first_pass_wirelength_mm": 1.01,
    },
    "final_timing": {
        "finalWorstPathRequiredPeriod_ps": 1470,
        "rsz_0062_raised_after_global_routing": "false",
        "worst_clock_skew_ps": 0.997,
        "slew_headroom_pct": 85.2,
        "setup_viol": 0,
        "fmax_mhz": 681,
        "finalMaxSlewViolations": 0,
        "hold_violations": 0,
        "tightestPinTransition_ps": 221,
        "timing.final.crit_share_pct": 86.4,
        "finalSetupTns_ps": 0,
    },
    "place": {
        "number_of_placed_instances_with_taps_included": 72,
        "gp_congestion": 0.712,
        "io_buffer_count": 10,
    },
    "logic_synthesis": {
        "synth_cells": 16,
        "syn_area_per_cell_sq_um": 11.0,
        "yosys_stat_area_sq_um": 176,
        "postSynthRegisterBits": 4,
        "yosys_warnings": 1,
        "cell_count_listed_in_synth_stat_txt": 16,
        "syn-cell-area_sq_um": 176,
        "ys_seq_share_pct": 56.7,
        "synth.distinct_cells": 10,
    },
    "critical_path": {
        "regToRegSetupSlack_ps": 620,
        "cpLargestDelayFamily": "buffers and inverters",
        "cpPeakStageDelay_ps": 510,
        "critical_path.cell_chain": "clkdlybuf4s50_1",
        "crit_path_end_kind": "output port",
        "critical-path-slowest-cell": "sky130_fd_sc_hd__clkdlybuf4s50_1",
        "critPathKind": "register to output port",
        "r2r.worst_path.cells": 2,
        "crit_path_max_fanout": 3,
        "cp.required_ps": 1360,
        "r2r_start": "temp[0]",
        "cp.arrival_ps": 1130,
        "crit-reg2reg-capture": "temp[1]",
        "worst-path-buf-inv": 1,
        "crit_path_start_kind": "register",
    },
    "layout": {
        "final.fill_count": 407,
        "layout_cells_sized_above_1_pct": 13.8,
        "syn_to_final_growth_pct": 102,
        "lay_top_cells": "sky130_fd_sc_hd__clkdlybuf4s50_1, sky130_fd_sc_hd__dfrtp_1, sky130_fd_sc_hd__nand2_1, sky130_fd_sc_hd__clkbuf_4, sky130_fd_sc_hd__o21ai_0",
        "max_ffs_per_register": 4,
        "lay_top_count": "sky130_fd_sc_hd__clkdlybuf4s50_1",
        "instances_no_fill": 75,
    },
    "detailed_routing": {
        "drt_pre_antenna_iters": 4,
        "via_count": 165,
        "drc": 0,
        "detail_route.vias_per_cell": 2.20,
        "wl_um": 613,
        "drtAntennaViolNets": 0,
        "routedWlPerCell_um": 8.17,
        "drt_first_iter_violations": 4,
        "insertedDiodeCount": 0,
    },
    "power_and_ir_drop": {
        "ir_drop_mv": 0.599,
        "power.leakage_nw": 0.134,
        "power_density_mw_per_mm2": 884,
    },
    "die": {
        "top_level_ports": 11,
        "placeableCoreArea_sq_mm": 0.00342,
        "design.die.area_sq_mm": 0.00640,
        "die_h_um": 80,
        "dieWidth_um": 80,
        "fp_util_pct": 5.16,
        "std_cell_rows": 21,
    },
    "clocking": {
        "cts_resized": 0,
        "clk-insertion-delay-late_ps": 240,
        "cts_inserted_buffers": 3,
        "cts-root-buf": "sky130_fd_sc_hd__clkbuf_4",
        "ctsHoldBuffers": 0,
        "numClockSinks": 4,
        "tritoncts_clock_tree": "done",
        "post_cts_buffers": 0,
        "ctsHtreeMaxLevel": 1,
        "cts.path.max_buffers": 2,
        "path_clk_slew_ps": 40,
    },
    "min_path": {
        "hold_class": "primary input to async pin",
    },
    "outcome": {
        "outcome": "finished, final reports clean",
    },
    "flow_run": {
        "max_cap_violations": 0,
        "warnings": 25,
    },
}
## metal layers
metal  vias to the layer above  global-route usage [%]  share of wire (%)
met3                         0                    2.27                 17
met2                        15                    1.85                 21
met4                         0                   0.176                  0
li1                         80                       -                  -
met5                         -                       0                  0
met1                        70                    3.27                 62
## power by group
part | switching [W] | internal [W] | total (W)
clock network | 0.0000407 | 0.0000791 | 0.000120
logic | 0.0000209 | 0.0000517 | 0.0000725
registers | 0.0000128 | 0.000110 | 0.000123
## area by class of cell
type	count	area, sq um	area share (%)
Tap cell	46	57.6	16.1
Multi-Input combinational cell	11	72.6	20.4
Timing Repair Buffer	10	100	28.1
Inverter	1	3.75	1.05
Sequential cell	4	100	28.1
Clock buffer	3	22.5	6.32
## kinds of logic after synthesis
logic type	count (synthesis)	synth area share (%)
AOI/OAI and AO/OA	3	8.51
adders and majority gates	1	7.09
xor gates and xnor gates	2	9.93
and+or+nand+nor	4	9.22
muxes	1	6.38
DFF	4	56.7
buffers and inverters	1	2.13
## how the worst max path moves through the flow
stage,to,cells after the start,start
5_1_grt,count[2],1,temp[2]
4_1_cts,count[2],1,temp[2]
6_report,count[2],1,temp[2]
## worst register-to-register path: stages, from the launching register on
cell and delay [ps]:
sky130_fd_sc_hd__dfrtp_1 410, sky130_fd_sc_hd__ha_1 300, sky130_fd_sc_hd__mux2_2 260
## metrics by stage
| stage | power, W | worst slack, ps | hold WS, ps | area (sq um) | util (%) |
|---|---|---|---|---|---|
| after CTS | 0.000320 | 220 | 294 | 357 | 10.4 |
| final | 0.000315 | 232 | 293 | 357 | 10.4 |
| after detailed placement | 0.000197 | 286 | 520 | 334 | 9.78 |
| after global routing | 0.000341 | 173 | 304 | 357 | 10.4 |
| after floorplan | 0.000144 | 687 | 106 | 176 | - |
| after global placement | 0.000195 | 325 | 496 | 334 | 9.78 |
## synthesized netlist by cell type
cell                      count  area share [%]
sky130_fd_sc_hd__dfrtp_1      4              57
sky130_fd_sc_hd__nand2_1      3             6.4
sky130_fd_sc_hd__o21ai_0      2             5.7
sky130_fd_sc_hd__ha_1         1             7.1
sky130_fd_sc_hd__inv_1        1             2.1
sky130_fd_sc_hd__mux2_2       1             6.4
sky130_fd_sc_hd__nand3_1      1             2.8
sky130_fd_sc_hd__o21ai_1      1             2.8
sky130_fd_sc_hd__xnor2_1      1             5.0
sky130_fd_sc_hd__xor2_1       1             5.0
Power is estimated from default activity; no workload was simulated.
